==> run.sh <==
#!/bin/bash
# OpenROAD 26Q1-2900-gdf79404cd8, Yosys 0.63+post, stock flow scripts
make -C /OpenROAD-flow-scripts/flow DESIGN_CONFIG=/design/flow/config.mk WORK_HOME=/design/flow/orfs finish
==> config.mk <==
export PLATFORM = sky130hd
export DESIGN_NAME = UART_RX_TOP
export DESIGN_NICKNAME = UART_RX_TOP
export VERILOG_FILES = /design/flow/design.v
export SDC_FILE = /design/flow/constraint.sdc
export NUM_CORES = 4
export LEC_CHECK = 1
export CORE_UTILIZATION = 50
==> constraint.sdc <==
current_design UART_RX_TOP

set clk_period 3.0
set clk_io_pct 0.2

create_clock -name clk0 -period $clk_period [get_ports {CLK}]

set non_clock_inputs [all_inputs -no_clocks]
set_input_delay [expr $clk_period * $clk_io_pct] -clock clk0 $non_clock_inputs
set_output_delay [expr $clk_period * $clk_io_pct] -clock clk0 [all_outputs]
==> design.v <==
module RX_DataSampling (
 input  wire       RX_IN,
 input  wire [4:0] PRESCALE,
 input  wire       CLK,RST,
 input  wire [4:0] EDGE_COUNT,
 input  wire       SAMPLE_EN,
 output reg        S_BIT
 );
 reg [2:0] sampled_bits;
 always @ (posedge CLK, negedge RST)
  begin
   if(!RST)
    sampled_bits <= 0 ;
   else if(SAMPLE_EN)
    begin
	 case(EDGE_COUNT)
	  (PRESCALE/2)-1 : sampled_bits[0] <= RX_IN ;
	   PRESCALE      : sampled_bits[1] <= RX_IN ;
	  (PRESCALE/2)+1 : sampled_bits[2] <= RX_IN ;
	 endcase
	end
  end
 always @ (*)
  begin
   case(sampled_bits)
	3'b000 : S_BIT = 0 ;
	3'b001 : S_BIT = 0 ;
	3'b010 : S_BIT = 0 ;
	3'b011 : S_BIT = 1 ;
	3'b100 : S_BIT = 0 ;
	3'b101 : S_BIT = 1 ;
	3'b110 : S_BIT = 1 ;
	3'b111 : S_BIT = 1 ;
   endcase
  end
endmodule
module RX_Deserializer (
 input  wire       S_BIT,DISER_EN,
 input  wire [2:0] BIT_COUNT,
 input  wire       CLK,RST,
 output reg  [7:0] P_DATA
 );
 always @ (posedge CLK, negedge RST)
  begin
   if(!RST) 
    P_DATA <= 0 ;
   else if(DISER_EN)
    P_DATA[BIT_COUNT] <= S_BIT ;
  end
endmodule
module RX_EdgeBitCounter (
 input  wire       COUNTER_EN,
 input  wire [4:0] PRESCALE,
 input  wire       CLK,RST,
 output reg  [3:0] BIT_COUNT,
 output reg  [4:0] EDGE_COUNT
 );
 always @ (posedge CLK, negedge RST)
  begin
   if(!RST)
    EDGE_COUNT <= 0 ;
   else if (COUNTER_EN)
    begin
	 if(EDGE_COUNT==PRESCALE)
	  EDGE_COUNT <= 1 ;
	 else
	  EDGE_COUNT <= EDGE_COUNT + 1 ;
	end
   else
    EDGE_COUNT <= 0 ;
  end
 always @ (posedge CLK, negedge RST)
  begin
   if(!RST)
    BIT_COUNT <= 0 ;
   else if (COUNTER_EN)
    begin
	 if(EDGE_COUNT==PRESCALE)
	  BIT_COUNT <= BIT_COUNT + 1 ;
	end
   else
    BIT_COUNT <= 0 ;
  end
endmodule
module RX_FSM (
 input  wire       RX_IN,
 input  wire       PAR_EN,
 input  wire [4:0] PRESCALE,
 input  wire       CLK,RST,
 input  wire [3:0] BIT_COUNT,
 input  wire [4:0] EDGE_COUNT,
 input  wire       STR_ERR   ,PAR_ERR   ,STP_ERR,
 output reg        STR_Chk_EN,PAR_Chk_EN,STP_Chk_EN,
 output reg        DISER_EN, COUNTER_EN, SAMPLE_EN,
 output reg        DATA_VALID
 );
 reg [7:0] current_state, next_state ;
 localparam IDLE              = 8'b00000001 ,
            Start_Sampling    = 8'b00000010 ,
			Check_Start       = 8'b00000100 ,
			Deserialization   = 8'b00001000 ,
			Continue_Sampling = 8'b00010000 ,
			Check_Parity      = 8'b00100000 ,
			Check_Stop        = 8'b01000000 ,
			Validate          = 8'b10000000 ;
 always @ (posedge CLK, negedge RST)
  begin
   if (!RST)
    current_state <= IDLE ;
   else
    current_state <= next_state ;
  end
 always @ (*)
  begin
   case(current_state)
    IDLE              : next_state = (RX_IN)                ? IDLE              : Start_Sampling    ;
	Start_Sampling    : next_state = (EDGE_COUNT==PRESCALE) ? Check_Start       : Start_Sampling    ;
	Check_Start       : next_state = (STR_ERR)              ? IDLE              : Continue_Sampling ;
	Deserialization   : next_state = Continue_Sampling      ;
	Continue_Sampling : next_state = (EDGE_COUNT!=PRESCALE) ? Continue_Sampling : 
     	                                                      (BIT_COUNT!=9)        ? Deserialization : 
															  (PAR_EN)               ? Check_Parity    : Check_Stop ;
	Check_Parity      : next_state = (PAR_ERR)              ? IDLE              : 
	                                                          (EDGE_COUNT==PRESCALE) ? Check_Stop : Check_Parity ;
	Check_Stop        : next_state = (STP_ERR) ? IDLE       : Validate ;
	Validate          : next_state = Start_Sampling                    ;
   endcase
  end
 always @ (*)
  begin
   case(current_state)
    IDLE              : begin
	                     STR_Chk_EN = 0 ;
						 PAR_Chk_EN = 0 ;
						 STP_Chk_EN = 0 ;
	                     DISER_EN   = 0 ;
						 COUNTER_EN = 0 ;
						 SAMPLE_EN  = 0 ;
						 DATA_VALID = 0 ;
	                    end
    Start_Sampling    : begin
                         STR_Chk_EN = 0 ;
                         PAR_Chk_EN = 0 ;
                         STP_Chk_EN = 0 ;
                         DISER_EN   = 0 ;
                         COUNTER_EN = 1 ;
                         SAMPLE_EN  = 1 ;
                         DATA_VALID = 0 ;
                        end
	Check_Start       : begin 
                         STR_Chk_EN = 1 ;
                         PAR_Chk_EN = 0 ;
                         STP_Chk_EN = 0 ;
                         DISER_EN   = 0 ;
                         COUNTER_EN = 1 ;
                         SAMPLE_EN  = 1 ;
                         DATA_VALID = 0 ;
                        end
	Deserialization   : begin
	                     STR_Chk_EN = 0 ;
	                     PAR_Chk_EN = 0 ;
	                     STP_Chk_EN = 0 ;
	                     DISER_EN   = 1 ;
	                     COUNTER_EN = 1 ;
	                     SAMPLE_EN  = 1 ;
	                     DATA_VALID = 0 ;
	                    end
	Continue_Sampling : begin
	                     STR_Chk_EN = 0 ;
	                     PAR_Chk_EN = 0 ;
	                     STP_Chk_EN = 0 ;
	                     DISER_EN   = 0 ;
	                     COUNTER_EN = 1 ;
	                     SAMPLE_EN  = 1 ;
	                     DATA_VALID = 0 ;
	                    end	
	Check_Parity      : begin
                         STR_Chk_EN = 0 ;
                         PAR_Chk_EN = 1 ;
                         STP_Chk_EN = 0 ;
                         DISER_EN   = 0 ;
                         COUNTER_EN = 1 ;
                         SAMPLE_EN  = 1 ;
                         DATA_VALID = 0 ;
                        end
	Check_Stop        : begin
	                     STR_Chk_EN = 0 ;
	                     PAR_Chk_EN = 0 ;
	                     STP_Chk_EN = 1 ;
	                     DISER_EN   = 0 ;
	                     COUNTER_EN = 0 ;
	                     SAMPLE_EN  = 0 ;
	                     DATA_VALID = 0 ;
	                    end
	Validate          : begin
	                     STR_Chk_EN = 0 ;
	                     PAR_Chk_EN = 0 ;
	                     STP_Chk_EN = 0 ;
	                     DISER_EN   = 0 ;
	                     COUNTER_EN = 1 ;
	                     SAMPLE_EN  = 1 ;
	                     DATA_VALID = 1 ;
	                    end
   endcase
  end
endmodule
module RX_ParityCheck (
 input  wire       S_BIT,
 input  wire       PAR_Chk_EN,
 input  wire       PAR_TYP,
 input  wire [7:0] P_DATA,
 input  wire       CLK,RST,
 output reg        PAR_ERR
 );
 reg        PAR_BIT ;
 localparam even = 0;
 localparam odd  = 1;
 always @ (*)
  begin
   if(PAR_Chk_EN)
    begin
     case(PAR_TYP)
      even: PAR_BIT = ~^(P_DATA) ;
      odd : PAR_BIT =  ^(P_DATA) ;
     endcase
    end
   else
    PAR_BIT = 0 ;
  end
 always @ (posedge CLK, negedge RST)
  begin
   if(!RST)
    PAR_ERR <= 0 ;
   else if(PAR_Chk_EN)
    PAR_ERR <= (S_BIT==PAR_BIT)? 0 : 1 ;
  end 
endmodule
module RX_StartCheck (
 input  wire S_BIT,
 input  wire STR_Chk_EN,
 input  wire CLK,RST,
 output reg  STR_ERR
 );
 localparam START_BIT = 1'b0 ;
 always @ (posedge CLK, negedge RST)
  begin
   if(!RST)
    STR_ERR <= 0 ;
   else if(STR_Chk_EN)
    STR_ERR <= (S_BIT==START_BIT)? 0 : 1 ;
  end 
endmodule
module RX_StopCheck (
 input  wire S_BIT,
 input  wire STP_Chk_EN,
 input  wire CLK,RST,
 output reg  STP_ERR
 );
 localparam STOP_BIT  = 1'b1 ;
 always @ (posedge CLK, negedge RST)
  begin
   if(!RST)
    STP_ERR <= 0 ;
   else if(STP_Chk_EN)
    STP_ERR <= (S_BIT==STOP_BIT)? 0 : 1 ;
  end 
endmodule
module UART_RX_TOP (
 input  wire       RX_IN,
 input  wire [4:0] PRESCALE,
 input  wire       PAR_EN,PAR_TYP,
 input  wire       CLK,RST,
 output wire [7:0] P_DATA,
 output wire       DATA_VALID
 );
 wire [3:0] BIT_COUNT;
 wire [4:0] EDGE_COUNT;
 wire       STR_ERR   ,PAR_ERR   ,STP_ERR;
 wire       STR_Chk_EN,PAR_Chk_EN,STP_Chk_EN;
 wire       DISER_EN, COUNTER_EN, SAMPLE_EN;
 wire       S_BIT;
 RX_FSM U0_RX_FSM (
 .RX_IN(RX_IN),
 .PAR_EN(PAR_EN),
 .PRESCALE(PRESCALE),
 .CLK(CLK),
 .RST(RST),
 .BIT_COUNT(BIT_COUNT),
 .EDGE_COUNT(EDGE_COUNT),
 .STR_ERR(STR_ERR),
 .PAR_ERR(PAR_ERR),
 .STP_ERR(STP_ERR),
 .STR_Chk_EN(STR_Chk_EN),
 .PAR_Chk_EN(PAR_Chk_EN),
 .STP_Chk_EN(STP_Chk_EN),
 .DISER_EN(DISER_EN), 
 .COUNTER_EN(COUNTER_EN), 
 .SAMPLE_EN(SAMPLE_EN),
 .DATA_VALID(DATA_VALID)
 );
 RX_Deserializer U0_RX_Deserializer (
 .S_BIT(S_BIT),
 .DISER_EN(DISER_EN),
 .BIT_COUNT(BIT_COUNT[2:0]-2),
 .CLK(CLK),
 .RST(RST),
 .P_DATA(P_DATA)
 );
 RX_DataSampling U0_RX_DataSampling (
 .RX_IN(RX_IN),
 .PRESCALE(PRESCALE),
 .CLK(CLK),
 .RST(RST),
 .EDGE_COUNT(EDGE_COUNT),
 .SAMPLE_EN(SAMPLE_EN),
 .S_BIT(S_BIT)
 );
 RX_EdgeBitCounter U0_RX_EdgeBitCounter (
 .COUNTER_EN(COUNTER_EN),
 .PRESCALE(PRESCALE),
 .CLK(CLK),
 .RST(RST),
 .BIT_COUNT(BIT_COUNT),
 .EDGE_COUNT(EDGE_COUNT)
 );
 RX_StartCheck U0_RX_StartCheck (
 .S_BIT(S_BIT),
 .STR_Chk_EN(STR_Chk_EN),
 .CLK(CLK),
 .RST(RST),
 .STR_ERR(STR_ERR)
 );
 RX_ParityCheck U0_RX_ParityCheck (
 .S_BIT(S_BIT),
 .PAR_Chk_EN(PAR_Chk_EN),
 .PAR_TYP(PAR_TYP),
 .P_DATA(P_DATA),
 .CLK(CLK),
 .RST(RST),
 .PAR_ERR(PAR_ERR)
 );
 RX_StopCheck U0_RX_StopCheck (
 .S_BIT(S_BIT),
 .STP_Chk_EN(STP_Chk_EN),
 .CLK(CLK),
 .RST(RST),
 .STP_ERR(STP_ERR)
 );
endmodule
==> flow_metrics.tcl <==
# place-and-route summary
set metrics [dict create \
    status "completed" \
    start_kind "input pin" \
    combPwrFrac 0.123 \
    fin_hold_ws_ns 0.514 \
    crit_type "in -> reg" \
    edf_count 0 \
    vias 1508 \
    cts-root-buf "clkbuf_8" \
    area_delta_synth_final_pct 16.5 \
    grt_util_met2 0.326 \
    synth_flops 45 \
    routed_wl_mm 4.00 \
    route.detailed.drc 0 \
    rsz0062_at_grt "no" \
    overflow 0 \
    maxSlewHeadroom 0.652 \
    p_per_area_mw_per_mm2 380 \
    crit_buf_inv 2 \
    r2r-end "U0_RX_DataSampling.sampled_bits[2]" \
    clockBufferDepth 2 \
    ff2ff_path_depth 5 \
    holdCritPathClass "reg -> reg" \
    cp_max_fo 5 \
    antenna_cells 0 \
    crit_chain "clkdlybuf4s50_1, inv_1, ha_1, xnor2_1, nor4b_1, or4b_4, mux2_4" \
    antenna_found_initial 0 \
    drt_iter0_markers 55 \
    cp.depth 7 \
    cts_buffers 5 \
    grt_pass1_vias 1462 \
    async_reset_ff_frac 0.689 \
    timing.reg2reg.setup_slack_ns 1.01 \
    worstSetupEndpointType "flip-flop" \
    sw_frac_of_total 0.238 \
    r2r_start "U0_RX_EdgeBitCounter.EDGE_COUNT[3]" \
    cts-resized-gates 0 \
    drv_slew 0 \
    clk_pin_slew_ns 0.06 \
    skew_ns 0.00634 \
    placed_area_mm2 0.00233 \
    tns_ns 0 \
    setup_viol 0 \
    drt-pass1-iter-count 4 \
    routed_via_density 5.41 \
    drv_cap 0 \
    fp.coreArea_mm2 0.00400 \
    chipArea_mm2 0.00444 \
    fmax_ghz 0.389 \
    grt_pass1_wl_mm 6.69 \
    power_switching_mw 0.220 \
    dp_hpwl_mm 2.98 \
    hold_viol_final 0 \
    grt.total_usage 0.206 \
    untimed_endpoints 23 \
    vdd_drop_max_v 0.000293 \
    slowest_delay_ns 0.55 \
    htreeDepth 2 \
    synthDistinctLibCells 48 \
    postCtsHoldBufs 0 \
    crit_family "simple AND/OR/NAND/NOR gates" \
    dp_cells 271 \
    port_buffers 18 \
    p_total_mw 0.924 \
    yosys-stat-cells 204 \
    unclocked_pins 14 \
    die_w_um 66.7 \
    cts_tree "yes" \
    ys_chip_area_mm2 0.00209 \
    postRouteAntennaNets 0 \
    clk_latency_ns 0.28 \
    post_cts_buffers 0 \
    syn_avg_cell_area_um2 10.2 \
    synth_top_flop_cell "dfrtp_1" \
    logic_area_mm2 0.00104 \
    crit_end "U0_RX_DataSampling.sampled_bits[2]" \
    gp_congestion 0.874 \
    post-route-min-period_ns 2.57 \
    synth_area_mm2 0.00209 \
    cp_data_required_time_ns 3.16 \
    grtUsageMet1 0.312 \
    final_cell_area_mm2 0.00243 \
    grt_start_max_net_pins 32 \
    cp-startpoint "PRESCALE[1]" \
    worstMarginPinSlew_ns 0.517 \
    crit_arrival_ns 2.73 \
    die_h_um 66.7 \
    met3_usage 0.0486 \
    seqCellArea_um2 987 \
    seqPwrFrac 0.490 \
    wire_per_inst_um 14.3 \
    fill_cells 322 \
    yosysWarnings 8 \
    busiest_layer "met2" \
    fp_util 0.523 \
    ioPinCount 19 \
    drive_above_1_share 0.105 \
    clockPowerShare 0.387 \
    fin_crit_sh 0.857 \
    p_leak_nw 1.09 \
    intPower_mw 0.704 \
    instances_no_fill 279 \
    syn_inst 204 \
    worst_path_max_delay_cell "clkdlybuf4s50_1" \
    warning_count 31 \
    placementRows 23 \
]
-- flip-flops by register name, summed over array words and instances, names as in the netlist --
signal / count
U0_RX_FSM.next_state: 8
U0_RX_FSM.STR_Chk_EN: 1
U0_RX_FSM.DISER_EN: 1
U0_RX_EdgeBitCounter.BIT_COUNT: 4
U0_RX_FSM.PAR_Chk_EN: 1
U0_RX_Deserializer.P_DATA: 8
U0_RX_FSM.SAMPLE_EN: 1
U0_RX_ParityCheck.PAR_ERR: 1
U0_RX_FSM.DATA_VALID: 1
U0_RX_StartCheck.STR_ERR: 1
U0_RX_DataSampling.sampled_bits: 3
U0_RX_StopCheck.STP_ERR: 1
U0_RX_FSM.STP_Chk_EN: 1
U0_RX_FSM.current_state: 8
U0_RX_EdgeBitCounter.EDGE_COUNT: 5
-- cell families (layout without fill, tap and decap cells) --
family	after synthesis	in the layout	share of synthesized area
simple gates	71	71	0.182
flops	31	31	0.372
compound gates	29	29	0.104
xor+xnor	28	28	0.117
buf+inv	15	40	0.0317
latches	14	14	0.101
fa+ha+maj	10	10	0.0586
mux	6	6	0.0341
-- worst min-delay path by stage --
stage,startpoint,end,slack [ns],depth (start not counted)
CTS,U0_RX_DataSampling.sampled_bits[0],U0_RX_DataSampling.sampled_bits[0],0.52,2
global route,U0_RX_DataSampling.sampled_bits[2],U0_RX_DataSampling.sampled_bits[2],0.55,1
finish,U0_RX_DataSampling.sampled_bits[0],U0_RX_DataSampling.sampled_bits[0],0.51,2
-- power by group through the flow --
| stage | clock network [mW] | logic (mW) | registers, mW |
|---|---|---|---|
| final | 0.357 | 0.114 | 0.453 |
| after CTS | 0.368 | 0.116 | 0.453 |
| after global routing | 0.387 | 0.127 | 0.455 |
-- worst reg2reg max path: cells and delay by family, from the launching register on --
| family | cells | cell delay (ns) |
|---|---|---|
| flip-flops | 1 | 0.44 |
| AND/OR/NAND/NOR | 2 | 0.74 |
| multiplexers | 1 | 0.30 |
| XOR/XNOR | 2 | 0.40 |
-- area by class of cell --
class / count / share of cell area
flip-flops and latches: 45 / 0.405
well taps: 50 / 0.0257
inverters: 10 / 0.0154
repair buffers: 22 / 0.0863
multi-input cells: 144 / 0.426
clock buffers: 8 / 0.0411
-- cell usage after synthesis, types with 2 or more instances --
library cell / number / area, µm²
nand4_1: 3 / 18.8
nand2b_1: 5 / 31.3
a21boi_0: 5 / 37.5
nand2_1: 15 / 56.3
mux2_2: 5 / 56.3
inv_1: 10 / 37.5
o22ai_1: 2 / 12.5
and3_1: 2 / 12.5
nand3_1: 8 / 40.0
nor2b_1: 4 / 25.0
o211ai_1: 2 / 15.0
xnor2_1: 15 / 131
buf_2: 2 / 10.0
xor2_1: 13 / 114
a21oi_1: 4 / 20.0
clkbuf_1: 2 / 7.51
nor4_1: 2 / 12.5
a41o_1: 2 / 20.0
and2_1: 2 / 12.5
a32o_1: 4 / 40.0
nor3_1: 4 / 20.0
dfrtp_1: 30 / 751
ha_1: 9 / 113
nor2_1: 15 / 56.3
dlxtn_1: 14 / 210
o21ai_0: 3 / 15.0
-- metrics by stage --
stage | worst slack [ns] | util
2_1_floorplan | 0.783 | -
3_3_place_gp | 0.196 | 0.584
3_5_place_dp | 0.170 | 0.584
4_1_cts | 0.453 | 0.609
5_1_grt | 0.322 | 0.609
6_report | 0.429 | 0.609
-- layout by cell type (no fill, tap or decap), drive strengths merged, types with 4 or more instances in the layout --
cell type / count
nor3: 4
mux2: 6
inv: 10
nor2: 15
clkbuf: 8
nand2b: 5
xor2: 13
dfrtp: 30
nand2: 15
xnor2: 15
ha: 9
a32o: 4
nor2b: 4
a21oi: 4
a21boi: 5
buf: 4
dlxtn: 14
clkdlybuf4s50: 18
nand3: 8
-- routing by layer --
layer / wire length (µm) / vias to the layer above
met5: 0 / -
met4: 17 / 0
met3: 183 / 2
met2: 1750 / 29
met1: 2040 / 713
li1: - / 764
Power is estimated from default activity; no workload was simulated.
